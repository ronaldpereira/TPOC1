==> flow/run.sh <==
#!/bin/bash
# OpenROAD 26Q1-2900-gdf79404cd8, Yosys 0.63+post, stock flow scripts
make -C /OpenROAD-flow-scripts/flow DESIGN_CONFIG=/design/flow/config.mk WORK_HOME=/design/flow/orfs finish
==> flow/config.mk <==
export PLATFORM = sky130hd
export DESIGN_NAME = alu
export DESIGN_NICKNAME = alu
export VERILOG_FILES = /design/flow/design.v
export SDC_FILE = /design/flow/constraint.sdc
export NUM_CORES = 4
export LEC_CHECK = 1
export CORE_UTILIZATION = 30
==> flow/constraint.sdc <==
current_design alu

set clk_period 21.7
set clk_io_pct 0.2

create_clock -name clk0 -period $clk_period [get_ports {clock}]

set non_clock_inputs [all_inputs -no_clocks]
set_input_delay [expr $clk_period * $clk_io_pct] -clock clk0 $non_clock_inputs
set_output_delay [expr $clk_period * $clk_io_pct] -clock clk0 [all_outputs]
==> flow/design.v <==
module alu(clock, clear, result, zero, inputA, inputB, opCode);
	input clock, clear;
	input [31:0] inputA, inputB;
	input [2:0] opCode;
	output reg zero;
	output reg [31:0] result;
	always @ (posedge clock)
	begin
		case (opCode)
			3'b000: result = inputA+inputB;  
			3'b001: result = inputA-inputB;  
			3'b010: result = inputA&inputB;  
			3'b011: result = inputA|inputB;  
			3'b100: result = inputA^inputB;  
			default: result = 0;
		endcase
		if (result == 0)
			zero = 1;
		else
			zero = 0;
		if(clear == 1)
		begin
			result = 0;
			zero = 1;
		end
	end
endmodule  
==> flow_metrics.tcl <==
# implementation run metrics
set metrics [dict create \
    outcome "finished clean" \
    holdWs_ns 4.88 \
    maxSlewViolCount 0 \
    period_minus_slack_ns 9.49 \
    drc 0 \
    switching_share_pct 38.3 \
    synth_warnings 1 \
    drive_above_1_share_pct 3.19 \
    die_w_um 132 \
    ys_seq_share_pct 13.0 \
    start_kind "primary input" \
    setup_viol 0 \
    power_frac_comb_pct 53.8 \
    post-dp-hpwl_um 12800 \
    switchingPower_mw 0.110 \
    die_area_um2 17500 \
    crit_type "in -> reg" \
    worst_slack_ns 12.21 \
    cts_buffers 5 \
    grt_pass1_wl_um 26100 \
    holdBufCountCts 0 \
    min_from "clear" \
    grt_pass1_vias 4983 \
    async_flop_share_pct 0 \
    yosys_most_used_dff "dfxtp_1" \
    ys_types 63 \
    area_delta_synth_final_pct 26.4 \
    finalCritPeriodShare_pct 43.7 \
    avgRoutedWirePerCell_um 15.9 \
    std_cell_rows 47 \
    grt_overflow 0 \
    ys_ff 33 \
    cts.sinks 33 \
    grt.total_usage_pct 18.7 \
    clockBufferDepth 2 \
    rsz0062_at_grt "no" \
    cts_tree "yes" \
    drt_pass1_iterations 5 \
    hp-class "in -> reg" \
    postSynthAreaPerCell_um2 7.24 \
    power.density_nw_per_um2 44.7 \
    worst_slew_pin_slew_ns 0.717 \
    ant_nets 0 \
    warning_count 58 \
    synth_area_um2 5090 \
    syn-instance-count 703 \
    cp-end-kind "flip-flop" \
    drtIter0Drc 368 \
    hold_violations 0 \
    antenna_found_initial 0 \
    place_worst_setup_slack_ns 12.01 \
    edf_count 0 \
    grt_max_degree 53 \
    clkTransAtPathRegs_ns 0.05 \
    hold_path_end "result[20]$_SDFF_PP0_" \
    seq_power_share_pct 23.5 \
    leakagePower_nw 2.83 \
    dieHeight_um 132 \
    wl_um 16000 \
    maxSlewHeadroom_pct 52.2 \
    routabilityCongestion 0.922 \
    io-pin-count 102 \
    area_leaders "ha_1 24%, dfxtp_1 13%, xnor2_1 7.2%" \
    cp_max_fo 8 \
    core_area_um2 16600 \
    vias 5218 \
    initCoreUtil_pct 30.7 \
    p_int_mw 0.178 \
    post_cts_resized 0 \
    min_path_cells 3 \
    postCtsSetupRepairBufs 0 \
    top_cell "ha_1" \
    portBuffers 101 \
    common_cells "96 x ha_1, 75 x inv_1, 72 x nor2_1" \
    cp.required_ns 21.86 \
    viasPerCell 5.20 \
    num_antenna_cells 0 \
    vdd_drop_max_uv 33.5 \
    synth_area_leader_cell "ha_1" \
    pwr-share-clk_pct 22.6 \
    cap_violations 0 \
    fmax_mhz 105 \
    top_cell_area_share_pct 23.6 \
    p_total_mw 0.288 \
    yosys_cells 703 \
    fin_setup_tns_ns 0 \
    ctsHtreeMaxLevel 2 \
    yosys-stat-area_um2 5090 \
    root_buffer "clkbuf_16" \
    cp.arrival_ns 9.66 \
]
[area by class of cell]
type | count | area [um^2]
Clock buffer | 5 | 125
Clock inverter | 3 | 17.5
Fill cell | 1718 | 10100
Inverter | 75 | 282
Multi-Input combinational cell | 560 | 4020
Sequential cell | 33 | 661
Tap cell | 220 | 275
Timing Repair Buffer | 108 | 1060
[logic make-up after synthesis]
logic type | share of synthesized area (%)
AND-OR/OR-AND | 26.2
AND/OR/NAND/NOR | 19.6
adder cells (fa/ha/maj) | 24.0
multiplexers | 0.393
XOR/XNOR | 8.78
flip-flops | 13.0
buffers and inverters | 8.11
[through the flow]
step           instances  util (%)  cell area (um^2)
2_1_floorplan        703         -              5090
3_3_place_gp         996      37.9              6290
3_5_place_dp         996      37.9              6290
4_1_cts             1004      38.8              6430
5_1_grt             1004      38.8              6430
6_report            1004      38.8              6430
[worst max-delay path by stage]
stage	startpoint	end	depth (start not counted)
4_1_cts	inputB[5]	zero$_SDFF_PP1_	19
6_report	inputB[5]	zero$_SDFF_PP1_	19
5_1_grt	inputB[5]	zero$_SDFF_PP1_	19
[critical path, cell delays in order]
cell and delay [ns]:
clkdlybuf4s50_1 0.49, nor4_1 0.41, nand2_1 0.21, nor3_1 0.46
nand2_1 0.24, o41ai_1 0.41, xnor2_1 0.12, ha_1 0.44
a21oi_1 0.40, inv_1 0.07, a31oi_1 0.30, nand2_1 0.11
o21ai_0 0.32, nor3_1 0.11, nand2b_1 0.17, o311ai_1 0.52
a2111oi_2 0.09, and4_1 0.22, a31o_1 0.20
[registers in the layout, summed over array words and instances (netlist names)]
name	count
result	32
zero	1
[power groups by stage]
stage                 sequential (mW)  combinational, mW  clock, mW
after CTS                      0.0679              0.154     0.0665
after global routing           0.0683              0.172     0.0696
final                          0.0677              0.155     0.0651
[routing by layer]
layer,vias to the layer above,GRT usage [%],wire (um)
met4,0,2.04,162
li1,2653,-,-
met5,-,0,0
met1,2390,27.6,7760
met3,13,2.36,1050
met2,162,30.1,6980
[placed cells by master (no fill, tap or decap), drive strengths merged, types with 4 or more instances in the layout]
| cell type | n |
|---|---|
| clkdlybuf4s50 | 100 |
| ha | 96 |
| inv | 75 |
| nor2 | 72 |
| nand2 | 62 |
| a21oi | 59 |
| xnor2 | 42 |
| o21ai | 36 |
| dfxtp | 33 |
| a31oi | 15 |
| a211oi | 14 |
| nor3 | 13 |
| nand4 | 13 |
| nor2b | 13 |
| nand3 | 12 |
| a222oi | 12 |
| xor2 | 9 |
| buf | 8 |
| a21o | 7 |
| o31ai | 7 |
| nor4 | 6 |
| a41oi | 6 |
| o21a | 6 |
| clkbuf | 5 |
| and2 | 4 |
| nand3b | 4 |
| a22oi | 4 |
| and3 | 4 |
Power figures rest on the tool's default switching activity, not on a simulated workload.
