**flow/config.mk**
```make
export PLATFORM = sky130hd
export DESIGN_NAME = multiplexer
export DESIGN_NICKNAME = multiplexer
export VERILOG_FILES = /design/flow/design.v
export SDC_FILE = /design/flow/constraint.sdc
export NUM_CORES = 4
export LEC_CHECK = 1
export CORE_AREA = 10 10 99 99
export DIE_AREA = 0 0 109 109
```
**flow/constraint.sdc**
```tcl
current_design multiplexer

set clk_period 2.9
set clk_io_pct 0.2

create_clock -name clk0 -period $clk_period

set non_clock_inputs [all_inputs -no_clocks]
set_input_delay [expr $clk_period * $clk_io_pct] -clock clk0 $non_clock_inputs
set_output_delay [expr $clk_period * $clk_io_pct] -clock clk0 [all_outputs]
```
**flow/design.v**
```verilog
module multiplexer(imediate,  r0, r1, r2, r3, r4, r5, r6, r7, r, imediate_select,  r0_select, r1_select, r2_select, r3_select, r4_select, r5_select, r6_select, r7_select, r_select,bus);
	input [15:0] imediate, r0, r1, r2, r3, r4, r5, r6, r7, r;
	input imediate_select, r0_select, r1_select, r2_select, r3_select, r4_select, r5_select, r6_select, r7_select, r_select;
	output [15:0] bus;
	reg [15:0] bus;
	always @(imediate_select or r0_select or r1_select or r2_select or r3_select or r4_select or r5_select or r6_select or r7_select or r_select)
	begin
			if(imediate_select)
		 		bus <= imediate;
		 	else if(r_select)
		 		bus <= r;
		 	else if(r0_select)
		 		bus <= r0;
		 	else if(r1_select)
		 		bus <= r1;
		 	else if(r2_select)
		 		bus <= r2;
		 	else if(r3_select)
		 		bus <= r3;
		 	else if(r4_select)
		 		bus <= r4;
		 	else if(r5_select)
		 		bus <= r5;
		 	else if(r6_select)
		 		bus <= r6;
		 	else if(r7_select)
		 		bus <= r7;
		 	else
				bus <= 16'd0;
	end
endmodule
```
**flow/run.sh**
```bash
#!/bin/bash
# OpenROAD 26Q1-2900-gdf79404cd8, Yosys 0.63+post, stock flow scripts
make -C /OpenROAD-flow-scripts/flow DESIGN_CONFIG=/design/flow/config.mk WORK_HOME=/design/flow/orfs finish
```
==> flow_metrics.env <==
# flow metrics
export IMPL_placed_cell_area_mm2=0.00396
export IMPL_viasPerCell=4.96
export IMPL_openroad_warnings=34
export IMPL_path_delay_family="buffers and inverters"
export IMPL_rsz0062_at_grt="true"
export IMPL_cp_arrival_ps=2260
export IMPL_p_leak_nw=1.68
export IMPL_syn_area_mm2=0.00193
export IMPL_syn_avg_cell_area_um2=6.17
export IMPL_finalWeightedCongestion=0.868
export IMPL_post_place_ws_ps=-438
export IMPL_endpoint_kind="output port"
export IMPL_start_kind="input port"
export IMPL_syn2layout_area_growth_pct=117
export IMPL_grt_pass1_vias=2913
export IMPL_crit_fanout=5
export IMPL_powerDensity_mw_per_mm2=145
export IMPL_flop_area_um2=0
export IMPL_hold_viol=0
export IMPL_synthTopCellsByArea="a221o_1 15%, a221oi_2 14%, a21oi_1 11%, inv_1 9.4%, o21ai_0 8.8%"
export IMPL_initial_core_util_pct=24.9
export IMPL_ys_chip_area_mm2=0.00193
export IMPL_clkbuf_count=0
export IMPL_fin_crit_sh_pct=98.0
export IMPL_critical_path_max_stage_delay_ps=470
export IMPL_routed_via_count=2939
export IMPL_worstSetupPathType="input port to output port"
export IMPL_die_x_um=109
export IMPL_yosysCellCount=312
export IMPL_io_buffers=186
export IMPL_crit_slowest_cell="clkdlybuf4s50_1"
export IMPL_ys_seq_share_pct=0
export IMPL_synth_top_area_share_pct=15.1
export IMPL_cpMostUsedCell="a221oi_4"
export IMPL_lay_top_count="clkdlybuf4s50_1"
export IMPL_required_ps=2320
export IMPL_ant_nets=0
export IMPL_setup_tns_ps=0
export IMPL_synth_cell_types=20
export IMPL_yosysWarnings=1
export IMPL_design_area_mm2=0.00417
export IMPL_lay_top_cells="176 x clkdlybuf4s50_1, 48 x inv_1, 41 x a21oi_1, 35 x nand2_1, 29 x a221o_1"
export IMPL_core_region_area_mm2=0.00773
export IMPL_yosysTopAreaCell="a221o_1"
export IMPL_die_y_um=109
export IMPL_vdd_ir_drop_max_v=0.0000902
export IMPL_min_to="bus[10]"
export IMPL_grt_overflow_total=0
export IMPL_fillers=736
export IMPL_fin_ws_ps=57.8
export IMPL_placementRows=32
export IMPL_final_comb_area_mm2=0.00172
export IMPL_dp_hpwl_um=8400
export IMPL_drv_slew=0
export IMPL_ff_count=0
export IMPL_die_area_mm2=0.0119
export IMPL_post_route_min_period_ps=2840
export IMPL_setup_worst_path_start="r2_select"
export IMPL_post_drt_wl_per_cell_um=18.0
export IMPL_hold_class="input port to output port"
export IMPL_tightest_slew_ps=451
export IMPL_crit_buf_inv=3
export IMPL_grt_max_degree=33
export IMPL_holdWs_ps=1920
export IMPL_relSlewSlack_pct=70.0
export IMPL_syn_inst=312
export IMPL_drive_gt1_share_pct=13.9
export IMPL_hold_buffers=0
export IMPL_detail_route_wirelength_um=10700
export IMPL_hold_depth=4
export IMPL_drt_first_pass_iters=4
export IMPL_clock_fmax_ghz=0.352
export IMPL_worstPathCellList="dlygate4sd2_1, or2_4, buf_12, a221oi_4, a221oi_4, a21oi_2, clkdlybuf4s50_1"
export IMPL_hp_start="r2[10]"
export IMPL_maxCapViolations=0
export IMPL_pin_count=186
export IMPL_grt_antenna_before_repair=1
export IMPL_grt_use_total_pct=16.5
export IMPL_grt_pass1_wl_um=15700
export IMPL_outcome="finished clean"
export IMPL_power_mw=0.603
export IMPL_drc=0
export IMPL_drt_iter0_drc=115
export IMPL_setup_viol=0
==> worst max path at each step <==
stage | to | slack, ps | cells after the start
finish | bus[7] | 60 | 7
CTS | bus[3] | -20 | 7
global route | bus[1] | -2 | 6
==> cell families (layout without fill, tap and decap cells) <==
logic type / Yosys count / count (layout) / synth area share [%]
simple gates: 85 / 87 / 22.2
compound gates: 146 / 146 / 59.3
other cells: 0 / 1 / 0
buf+inv: 81 / 256 / 18.5
==> power by group <==
part | switching [mW] | internal (mW)
registers | 0 | 0
logic | 0.225 | 0.378
clock network | 0 | 0.0000000461
==> what timing repair did <==
action	in CTS	in global routing
endpoints found under the hold margin	0	0
resized	22	28
endpoints found under the setup margin	16	14
cloned	4	0
pin swaps	10	8
buffers inserted	0	1
==> Yosys cell counts <==
| cell | n |
|---|---|
| a21oi_1 | 42 |
| a21oi_2 | 9 |
| a221o_1 | 29 |
| a221oi_1 | 14 |
| a221oi_2 | 18 |
| buf_1 | 3 |
| buf_2 | 6 |
| buf_4 | 2 |
| buf_6 | 3 |
| buf_8 | 1 |
| clkbuf_1 | 17 |
| clkbuf_4 | 1 |
| inv_1 | 48 |
| nand2_1 | 35 |
| nand3b_1 | 16 |
| nor2_1 | 16 |
| nor2b_1 | 16 |
| nor2b_2 | 1 |
| o21ai_0 | 34 |
| or2_1 | 1 |
==> final cells by class <==
type / count / area share (%)
repair buffers: 208 / 51.4
multi-input cells: 233 / 41.2
inverters: 48 / 4.32
well taps: 102 / 3.06
diodes: 1 / 0.0600
==> per-layer routing <==
metal | up-vias | routed length [µm] | track usage (%)
met5 | - | 0 | 0
met2 | 115 | 5370 | 29.3
li1 | 1508 | - | -
met1 | 1310 | 4260 | 20.0
met4 | 0 | 83 | 1.22
met3 | 6 | 951 | 4.90
==> through the flow <==
stage	util [%]	cells
2_1_floorplan	-	312
3_3_place_gp	51.2	586
3_5_place_dp	51.2	586
4_1_cts	53.0	590
5_1_grt	54.0	592
6_report	54.0	592
Power figures rest on the tool's default switching activity, not on a simulated workload.
