===== flow/run.sh =====
#!/bin/bash
# OpenROAD 26Q1-2900-gdf79404cd8, Yosys 0.63+post, stock flow scripts
make -C /OpenROAD-flow-scripts/flow DESIGN_CONFIG=/design/flow/config.mk WORK_HOME=/design/flow/orfs finish

===== flow/config.mk =====
export PLATFORM = sky130hd
export DESIGN_NAME = bank
export DESIGN_NICKNAME = bank
export VERILOG_FILES = /design/flow/design.v
export SDC_FILE = /design/flow/constraint.sdc
export NUM_CORES = 4
export LEC_CHECK = 1
export CORE_AREA = 10 10 70 70
export DIE_AREA = 0 0 80 80

===== flow/constraint.sdc =====
current_design bank

set clk_period 1.0
set clk_io_pct 0.2

create_clock -name clk0 -period $clk_period [get_ports {clock}]

set non_clock_inputs [all_inputs -no_clocks]
set_input_delay [expr $clk_period * $clk_io_pct] -clock clk0 $non_clock_inputs
set_output_delay [expr $clk_period * $clk_io_pct] -clock clk0 [all_outputs]

===== flow/design.v =====
module bank (clock, clear, dataReadA, dataReadB, readRegA, readRegB, writeReg, readWrite, writeData);  
	input clock, clear;
	input [4:0] readRegA, readRegB, writeReg;
	input readWrite;
	input [31:0] writeData;
	reg [31:0] register[31:0];
	output reg [31:0] dataReadA, dataReadB;
	always @ (posedge clock)
	begin
		register[0] = 0*2;
		register[1] = 1*2;
		register[2] = 2*2;
		register[3] = 3*2;
		register[4] = 4*2;
		register[5] = 5*2;
		register[6] = 6*2;
		register[7] = 7*2;
		register[8] = 8*2;
		register[9] = 9*2;
		register[10] = 10*2;
		register[11] = 11*2;
		register[12] = 12*2;
		register[13] = 13*2;
		register[14] = 14*2;
		register[15] = 15*2;
		register[16] = 16*2;
		register[17] = 17*2;
		register[18] = 18*2;
		register[19] = 19*2;
		register[20] = 20*2;
		register[21] = 21*2;
		register[22] = 22*2;
		register[23] = 23*2;
		register[24] = 24*2;
		register[25] = 25*2;
		register[26] = 26*2;
		register[27] = 27*2;
		register[28] = 28*2;
		register[29] = 29*2;
		register[30] = 30*2;
		register[31] = 31*2;
		dataReadA = register[readRegA];
		dataReadB = register[readRegB];
		if (readWrite == 1)
			register[writeReg] = writeData;
		if (clear == 1)
		begin
			dataReadA = 0;
			dataReadB = 0;
		end
	end
endmodule  

==> flow_summary.toml <==
# generated from flow reports
[worst_setup_path]
worst_path_max_delay_cell = "dfxtp_2"
end_kind = "primary output"
crit_type = "flop to primary output"
path_buffers = 1
cp_cell_sequence = "clkdlybuf4s15_1"
cp_top_family = "flip-flops"
path_max_fanout = 1
required_ns = 0.80
cpPeakStageDelay_ns = 0.31
cp-start-kind = "flop"
cp.arrival_ns = 0.73

[final_timing]
finalSetupTns_ns = 0
hold_viol = 0
slew_violations = 0
final.period_utilization_pct = 93.2
fmax_mhz = 1070
period_minus_slack_ns = 0.932
setup-violations-final = 0
rsz0062_at_grt = "false"

[floorplanning]
fp_util_pct = 19.7
die-area_sq_um = 6400
row_count = 21
die-width_um = 80
ios = 114
fp.dieH_um = 80
core_sq_um = 3420

[run_status]
outcome = "completed"

[routing]
vias = 347
wl_um = 1420
met3WireLength_um = 135
drtAntennaViolNets = 0
drc = 0
vias_per_cell = 2.39
drt_iter0_markers = 9
wl_met2_um = 786
diodes = 0
top_layer = "met4"
wl_met1_um = 481
drt-pass1-iter-count = 2
wl_per_cell_um = 9.81

[layout]
synthToLayoutAreaGrowth_pct = 13.8
stdcell_area_sq_um = 764
drive_gt1_share_pct = 5.05
fill_cells = 391

[logic_synthesis]
yosys-stat-area_sq_um = 672
ys_cells = 75
postSynthCellCount = 75
synth.yosys.seq_area_share_pct = 29.8
synth_area_per_cell_sq_um = 8.96
synth_cell_type_count = 4
ys_ff = 10
synth_area_sq_um = 672
yosysWarnings = 2

[power]
p_int_uw = 631
switchingPower_uw = 146
power_density_nw_per_um2 = 1020
p_comb_share_pct = 13.1
peakVddDrop_v = 0.000258
pwr-share-seq_pct = 54.7
p_clk_share_pct = 32.2
leakage_uw = 0.000388
swShare_pct = 18.8

[clocking]
cts.sinks = 10
h-tree-depth = 1
cts_buffers = 3
cts_tree = "done"
ctsRootBufferMaster = "clkbuf_4"
hold_buffers = 0
clock_path_buffers = 2
clkTransAtPathRegs_ns = 0.06

[flow_run]
warning_count = 63
max_cap_viol_count = 0

[placed_design]
place_area_sq_um = 741
io_buffers = 21
place_congestion = 0.684

[global_routing]
grt_pass1_vias = 430
grt_usage_pct = 3.51
grt_overflow = 0
grt_pass1_wl_um = 1880
grt_max_degree = 11
antenna_found_initial = 0

[min_path]
hold_class = "input pin to flop"
==> layer usage <==
layer	vias up	track usage (%)
li1	165	-
met1	145	3.29
met2	35	6.98
met3	2	1.02
met4	0	1.06
met5	-	0
==> state kept, by name (all words and copies together), names as in the netlist <==
signal     flops
dataReadA      5
dataReadB      5
==> cells in the mapped netlist (all sizes together) <==
cell   instances  share of area [%]
conb           1               0.56
dfxtp         10                 30
nor2b         10                9.3
buf           54                 60
==> area by class of cell <==
cell class                 count  area, sq um  area share (%)
clock buffer                   3         22.5            2.95
multi-input combinational     64          265            34.7
sequential                    10          201            26.4
tap                           46         57.6            7.53
timing repair buffer          22          218            28.5
==> logic make-up (layout without fill, tap and decap cells) <==
logic type,after synthesis,count (layout),synth area share [%]
buf+inv,54,25,60.3
simple gates,10,10,9.31
other cells,1,54,0.558
flops,10,10,29.8
==> stage by stage <==
stage                     std cells  setup WS (ns)  hold WS [ns]  util, %  power (uW)
after floorplan                 128          0.538         0.272        -         591
after global placement          142        0.00916         0.763     21.7         554
after detailed placement        142       0.000875         0.765     21.7         554
after CTS                       145        0.00119         0.489     22.0         800
after global routing            145         0.0309         0.480     22.4         835
final                           145         0.0680         0.492     22.4         777
==> path summary, 6_finish.rpt <==
path          from            to  slack [ns]  cells after the start
max   dataReadB[1]  dataReadB[1]        0.07                      1
min    readRegB[0]  dataReadB[1]        0.49                      2
==> cells in the final DEF, fill, tap and decap left out <==
cell              n
dfxtp_2           1
dfxtp_1           9
conb_1           54
clkbuf_4          3
clkdlybuf4s50_1  11
buf_4             1
nor2b_1          10
clkdlybuf4s15_1  10
==> what timing repair did <==
item	4_1_cts	5_1_grt
resized	10	11
buffers inserted	0	0
pin swaps	0	0
endpoints found under the setup margin	10	10
==> power by group through the flow <==
stage	Combinational (uW)	Sequential [uW]	Clock, uW
6_report	102	425	250
5_1_grt	122	426	287
4_1_cts	107	424	269
Power is estimated from default activity; no workload was simulated.
